==> ./design.v <==
module pixel_gen (
input wire rst,
input wire [9:0]x_pxl,y_pxl,
output wire [11:0]rgb
);
assign rgb = (x_pxl&y_pxl ) ? {12{1'b0}} : {4'b1111,{4{1'b0}},4'b0000};
endmodule
module vga_driver (
	input wire clk,
	input wire rst,
	output wire [11:0]rgb,
	output wire href, vsync
);
wire [9:0]y_pxl,x_pxl;
vga_sync vga_sync_dev (.clk(clk), .rst(rst), .y_pxl(y_pxl),.x_pxl(x_pxl),.href(href),.vsync(vsync));
pixel_gen pixel_gen_dev (.y_pxl(y_pxl),.x_pxl(x_pxl),.rgb(rgb), .rst(rst));
endmodule
module vga_sync (
input wire clk,
input wire rst,
output wire [9:0]y_pxl,x_pxl,
output reg href, vsync
);
reg clk_div;
reg [9:0]hcount,vcount;
localparam hmax = 10'd799, vmax = 10'd525;
always @(posedge clk) begin
		clk_div <= ~clk_div;
end
always @(posedge clk_div, negedge rst) begin 
	if (~rst) begin
		hcount <= 10'd0;
		vcount <= 10'd0;
	end else begin
		if(hcount < hmax) begin
			hcount <= hcount + 1'b1;
		end else if (hcount >= hmax) begin
			hcount <= 10'd0;
		end
		if(vcount < vmax && hcount==hmax) begin
			vcount <= vcount + 1'b1;
		end else if (vcount >= vmax) begin
			vcount <= 10'd0;
		end
	end
end
always @(posedge clk_div, negedge rst) begin
	if(~rst) begin
		href<=1'b0;
		vsync<=1'b0;
	end else begin
		if(hcount <= 10'd656 || hcount >= 10'd752) begin
			href<=1'b1;
		end else begin
			href<=1'b0;
		end
		if(vcount <= 10'd490 || vcount >= 10'd492) begin
			vsync<=1'b1;
		end else begin
			vsync<=1'b0;
		end
	end
end
assign y_pxl = (vcount <= 10'b0111011111) ? vcount: 10'b1111111111;
assign x_pxl = (hcount <= 10'b1001111111) ? hcount: 10'b1111111111;
endmodule
==> ./run.sh <==
#!/bin/bash
# OpenROAD 26Q1-2900-gdf79404cd8, Yosys 0.63+post, stock flow scripts
make -C /OpenROAD-flow-scripts/flow DESIGN_CONFIG=/design/flow/config.mk WORK_HOME=/design/flow/orfs finish
==> ./config.mk <==
export PLATFORM = sky130hd
export DESIGN_NAME = vga_driver
export DESIGN_NICKNAME = vga_driver
export VERILOG_FILES = /design/flow/design.v
export SDC_FILE = /design/flow/constraint.sdc
export NUM_CORES = 4
export LEC_CHECK = 1
export CORE_UTILIZATION = 30
==> ./constraint.sdc <==
current_design vga_driver

set clk_period 1.0
set clk_io_pct 0.2

create_clock -name clk0 -period $clk_period [get_ports {clk}]

set non_clock_inputs [all_inputs -no_clocks]
set_input_delay [expr $clk_period * $clk_io_pct] -clock clk0 $non_clock_inputs
set_output_delay [expr $clk_period * $clk_io_pct] -clock clk0 [all_outputs]
==> notes.md <==
run results: placer congestion estimate=between 0.7 and 0.8, CP startpoint kind=flip-flop, CP max-delay cell=dfxtp_1, post-layout period usage=44.9%, fraction of registers with async set/reset=between 90% and 100%, Vias=approximately 1100, slowest stage delay, CP=300 ps, area grow syn2layout=-1.84%, Hold Path Sink=vga_sync_dev.clk_div, fmax=2230 MHz, Fin. Hold Viols=0, status=finished clean, Chip Area, Yosys=0.00157 sq mm, Starting DRT DRC Count=just under 90, post-synthesis cell area=around 0.0016 sq mm, PD cells=approximately 40 mW/mm^2, DRC viols=0, hold path depth=1, routed wire length=2620 um, synth warn=1, first-pass GRT wire length=between 4000 and 5000 um, R2R Setup Slk=approximately 550 ps, Fill cells=around 520, count of unclocked register or latch pins=22, Gate Count Post-Synth=about 170, Final Slew Violations=0, buffer-and-inverter tally for the worst setup path=1, worst endpoint data arrival time=340 ps, launching point of the worst reg2reg path=vga_sync_dev.clk_div, distinct cell type count of the synthesized netlist=approximately 43, Cells after DPL=~230, core box area=between 0.004 and 0.005 sq mm, switch share=27.5%, post-CTS sizing=0, number of global-route vias before repair=946, PortBufs=7, Clock Pin Slew Worst Setup and Hold Paths=0 ps, Top delay family on crit path=flip-flops, RSZ-0062 raised after global routing=false, dominant logic cell types in the final layout=nor2_1 (22), dfrtp_1 (22), nand2_1 (12), crit path time final=between 400 and 500 ps, switching power=0.0173 mW, FF+latch area=571 sq um, kind of critical path=reg2reg, Global Route Usage Sum=10.6%, non-filler instance count after layout=roughly 230, Setup Skew=0 ps, Initial Utilization=approximately 32%, Clk pwr share=0%, die height=74.2 um, Die X=about 74 um, Seq cells post-synth=23, antenna violations before repair=0, peak supply drop=0.0972 mV, largest net degree at the start of global routing=23, detailed-placement wirelength estimate=1920 um, Worst Hold Launch=vga_sync_dev.clk_div, die area=approximately 0.0055 sq mm, CP cell instances=inv_1, crit-path max FO=2, Worst EP required=a little under 900 ps, Routed WL per cell=roughly 11 um, measured slew at the worst slew-check pin=about 610 ps, Final setup viols=0, hold crit path type=reg2reg, setup TNS=0 ps, fraction of layout cells with a size suffix above 1=6.13%, register area share after synthesis=a little over a third, vias per cell=about 4.7, antenna-violating nets left=0, Post-CTS Setup Bufs=0, Log Warnings=33, Post-CTS Hold Fix Bufs=0, worst-case reg-to-reg path depth=1, Commonest flop=dfrtp_1, flip-flops with a built-in enable=0, Logic cell area=about 770 sq um, WHS=360 ps, yosys cell count=174, endpoints left unconstrained=28, sequential share of power=a little over three fifths, r2r endpoint=vga_sync_dev.clk_div, I/O pin count=16, relative slew slack=59.2%, P_int=approximately 0.046 mW, combinational share of power=between 30% and 40%, max cap viols=0, syn_area_per_cell=approximately 9 sq um, global route overflow=0, DR pass1 iterations=4, Pleak=0.597 nW, clock latency (worst-skew pair)=0 ps, row count=25, Inserted Diodes=0, CP Capture Type=flip-flop
## logic make-up after synthesis
group           synth area share (%)
fa+ha+maj                       4.80
buf+inv                         15.7
compound gates                  13.4
other cells                    0.240
flops                           36.5
xor+xnor                        5.60
simple gates                    23.7
## layer usage
| metal | share of wire, % | track usage (%) |
|---|---|---|
| met5 | 0 | 0 |
| met4 | 0 | 0 |
| met3 | 2.7 | 1.10 |
| met2 | 45 | 16.5 |
| met1 | 52 | 17.4 |
## area by class of cell
type	instances	area share (%)
Multi-Input combinational cell	125	50.4
Tap cell	67	5.46
Inverter	6	1.47
Timing Repair Buffer	9	5.54
Sequential cell	23	37.1
## power groups by stage
| stage | Clock (mW) | Combinational, mW | Sequential (mW) |
|---|---|---|---|
| after CTS | 0 | 0.0256 | 0.0398 |
| after global routing | 0 | 0.0302 | 0.0398 |
| final | 0 | 0.0233 | 0.0398 |
## synthesized netlist by cell type, types with 3 or more instances
master / instances / share of area, %
a31oi_1: 3 / 1.2
ha_1: 6 / 4.8
inv_1: 6 / 1.4
xor2_1: 4 / 2.2
or3_1: 3 / 1.2
clkbuf_1: 3 / 0.72
xnor2_1: 6 / 3.4
dfrtp_1: 22 / 35
a21oi_1: 8 / 2.6
nor2_1: 22 / 5.3
nor3_1: 8 / 2.6
buf_4: 15 / 7.2
o32ai_1: 3 / 1.7
o21a_1: 5 / 2.4
buf_6: 5 / 3.6
nand3_1: 10 / 3.2
nand2_1: 12 / 2.9
## worst max path at each step
stage | startpoint | endpoint | slack, ps | depth (start not counted)
CTS | vga_sync_dev.clk_div | vga_sync_dev.clk_div | 550 | 1
global route | vga_sync_dev.clk_div | vga_sync_dev.clk_div | 540 | 1
finish | vga_sync_dev.clk_div | vga_sync_dev.clk_div | 550 | 1
## flip-flops by register name (all words and copies together), names as in the netlist
| signal | cells |
|---|---|
| vga_sync_dev.hcount | 10 |
| vga_sync_dev.href | 1 |
| vga_sync_dev.vsync | 1 |
| vga_sync_dev.clk_div | 1 |
| vga_sync_dev.vcount | 10 |
## stage by stage
step	setup slack (ps)	instance area, sq um	total power [mW]	utilization (%)
floorplan	260	1590	0.0623	-
global placement	547	1540	0.0655	31.5
detailed placement	549	1540	0.0652	31.5
CTS	549	1540	0.0653	31.5
global route	535	1540	0.0700	31.5
finish	551	1540	0.0631	31.5
No activity file was given, so power comes from the tool's default toggle rates.
